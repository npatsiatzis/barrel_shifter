==> flow/design.v <==
module barrel_shifter
    (
        input logic i_clk,
        input logic i_signed,
        input logic i_shift_left,
        input logic [4 : 0] i_shift_amt,
        input logic [31 : 0] i_data,
        output logic [31 : 0] o_data
    );
        const logic [15 : 0] c_fill = 0;
    always_ff @(posedge i_clk) begin : proc_shift
        logic [31 : 0] r_tmp;
        if (i_shift_left) begin
            for (int i=0;i<=31;i++) begin
                r_tmp[i] = i_data[31 - i];
            end
        end else if (i_signed) begin
            if (i_data[$high(i_data)])
                r_tmp = ~i_data;
            else
                r_tmp = i_data;
        end else
            r_tmp = i_data;
        case (i_shift_amt[4])
            1'b0 :
                r_tmp = r_tmp;
            default :
                r_tmp = {c_fill, r_tmp[31 : 16]};
        endcase
        case (i_shift_amt[3 : 2])
            2'b00 :
                r_tmp = r_tmp;
            2'b01 :
                r_tmp = {c_fill[3 : 0], r_tmp[31 : 4]};
            2'b10 :
                r_tmp = {c_fill[7 : 0], r_tmp[31 : 8]};
            default :
                r_tmp = {c_fill[11 : 0], r_tmp[31 : 12]};
        endcase
        case (i_shift_amt[1 : 0])
            2'b00 :
                r_tmp = r_tmp;
            2'b01 :
                r_tmp = {c_fill[0], r_tmp[31 : 1]};
            2'b10 :
                r_tmp = {c_fill[1 : 0], r_tmp[31 : 2]};
            default :
                r_tmp = {c_fill[2 : 0], r_tmp[31 : 3]};
        endcase
        if (i_shift_left) begin
            for (int i=0;i<=31;i++) begin
                o_data[i] <= r_tmp[31 - i];
            end
        end else if (i_signed)
            if (i_data[$high(i_data)])
                o_data <= ~r_tmp;
            else
                o_data <= r_tmp;
        else
            o_data <= r_tmp;
    end
endmodule : barrel_shifter
module assertion
    (
        input logic i_clk,
        input logic i_signed,
        input logic i_shift_left,
        input logic [4 : 0] i_shift_amt,
        input logic [31 : 0] i_data,
        input logic [31 : 0] o_data
    );
        check_SRA : assert property (@(posedge i_clk) i_signed && !i_shift_left |=> signed'(o_data) == (signed'($past(i_data)) >>> $past(i_shift_amt)));
        check_SRL : assert property (@(posedge i_clk) !i_signed && !i_shift_left |=> o_data == $past(i_data) >> $past(i_shift_amt));
        check_SLA_SLL : assert property (@(posedge i_clk) i_shift_left |=> o_data == $past(i_data) << $past(i_shift_amt));
endmodule
module top
    (
        input logic i_clk,
        input logic i_signed,
        input logic i_shift_left,
        input logic [4 : 0] i_shift_amt,
        input logic [31 : 0] i_data,
        output logic [31 : 0] o_data
    );
    barrel_shifter  DUT 
    (
    	.i_clk,
    	.i_signed,
    	.i_shift_left,
    	.i_shift_amt,
    	.i_data,
    	.o_data
	);
	bind barrel_shifter assertion inst
    (
    	.i_clk,
    	.i_signed,
    	.i_shift_left,
    	.i_shift_amt,
    	.i_data,
    	.o_data
	);
endmodule
==> flow/constraint.sdc <==
current_design top

set clk_period 6.1
set clk_io_pct 0.2

create_clock -name clk0 -period $clk_period [get_ports {i_clk}]

set non_clock_inputs [all_inputs -no_clocks]
set_input_delay [expr $clk_period * $clk_io_pct] -clock clk0 $non_clock_inputs
set_output_delay [expr $clk_period * $clk_io_pct] -clock clk0 [all_outputs]
==> flow/run.sh <==
#!/bin/bash
# OpenROAD 26Q1-2900-gdf79404cd8, Yosys 0.63+post, stock flow scripts
make -C /OpenROAD-flow-scripts/flow DESIGN_CONFIG=/design/flow/config.mk WORK_HOME=/design/flow/orfs finish
==> flow/config.mk <==
export PLATFORM = sky130hd
export DESIGN_NAME = top
export DESIGN_NICKNAME = top
export VERILOG_FILES = /design/flow/design.v
export SDC_FILE = /design/flow/constraint.sdc
export NUM_CORES = 4
export LEC_CHECK = 1
export CORE_UTILIZATION = 40
export SYNTH_HDL_FRONTEND = slang
==> impl.org <==
#+TITLE: Flow metrics

** Final timing
- Counting pins that exceed their max-slew limit in the final report gives 0.
- Crit path time final :: 4350 ps
- Setup repair after global routing left no endpoint under its margin.
- The highest clock rate this design can be run at is 230 MHz.
- Worst slew slack as a fraction of its limit :: 0.386
- Hold-check failures listed in the final report amount to 0.
- For the final routed database, the setup TNS stands at 0 ps.
- Final setup violation count :: 0
- Final worst-path cycle share :: 0.713
- The tightest hold path in the finished design has a slack of 1740 ps.
- Actual slew at the worst max-slew pin :: 915 ps

** Detailed routing
- The detailed router finished its first iteration with 386 violations.
- The first TritonRoute pass finished after 4 iterations.
- After detailed routing, the total wire length is 12.8 mm.
- The routed design ends up with an antenna cell count of 0.
- Per the detail_route report, vias per standard cell equal 6.05.
- Average wire per cell in the routed design :: 18.4 um
- Detailed routing inserted a total of 4201 vias.
- The count of nets left with antenna violations once routing finished came out at 0.
- The script parses the final routing iteration and logs DRC violations as 0.

** Synthesis
- Syn Std Cell Area :: 0.00419 mm2
- After synthesis, the chip area reported by Yosys is 0.00419 mm2.
- Parity-gate share of the synthesized area counting xor and xnor cells :: 0.0647
- Largest area contributor in the synthesized netlist :: sky130_fd_sc_hd__dfxtp_1
- Syn Area/Cell :: 7.97 um2
- In the Yosys report the total cell count is 526.
- After synthesis, the netlist uses 77 different library cells.
- Yosys reports the multiplexer fraction of the synthesized area as 0.204.
- For this run, the register share of the synthesized area comes to 0.153.
- Adder-cell share of the synthesized area :: 0
- In this run, the synthesized area fraction spent on AND-OR/OR-AND gates is recorded as 0.290.
- Predominant post-synthesis flop cell :: sky130_fd_sc_hd__dfxtp_1
- The synthesized netlist handed to floorplanning was reported with a cell count of 526.
- Top logic cell family in the synthesized netlist :: AND-OR/OR-AND gates
- Sorting the synthesis cell report by count puts at the top sky130_fd_sc_hd__nor2_1.
- Synthesized flop and latch total :: 32
- Top area cells in the synthesized netlist :: sky130_fd_sc_hd__dfxtp_1 (15%), sky130_fd_sc_hd__mux2i_1 (8.8%), sky130_fd_sc_hd__mux4_2 (8.1%)
- Portion of synthesized cell area occupied by the leading cell type :: 0.153
- Most used standard cells in the synthesized netlist :: sky130_fd_sc_hd__nor2_1 (39), sky130_fd_sc_hd__mux2i_1 (37), sky130_fd_sc_hd__dfxtp_1 (32)
- In this run, synthesis inferred 0 flip-flops with an integrated enable.
- Fraction of registers with async set/reset :: 0
- Simple-gate portion of the synthesized area :: 0.211
- Yosys Warn Count :: 0

** Final layout
- The registers reported with the highest flop counts are DUT.o_data (32).
- Number of filler cells placed in the layout :: 975
- Max FFs per register :: 32
- Final design instance area without fill :: 0.00498 mm2
- Most flops, register :: DUT.o_data
- Area growth from synthesis to layout :: 18.7%
- Fraction of final layout cells with drive strength greater than 1 :: 0.0986
- Post-route insts no fill :: 694

** Clock network
- TritonCTS built the clock tree.
- Hold repair after CTS inserted 0 buffers.
- CTS H-tree lvls :: 2
- On the worst setup and hold paths after CTS, the clock-pin slew comes to 60 ps.
- Resize count post-CTS :: 0
- Buffers inserted during post-CTS setup optimization :: 0
- The clock net in this run drives a total of 32 sinks.
- Buffer cell driving the clock tree root :: sky130_fd_sc_hd__clkbuf_8
- Max clock buf depth :: 2
- Counting the buffers created by CTS gives 5.

** Worst setup path
- Data arrival, critical path :: 4500 ps
- The slowest stage of the critical path belongs to the cell sky130_fd_sc_hd__a221oi_1.
- Critical Path Sink Type :: flip-flop
- CP dominant cell by count :: sky130_fd_sc_hd__mux2i_1
- Critical Path Source Type :: input pin
- Class of the most critical setup path :: input pin to flip-flop
- Critical Path, Cell by Cell :: buf_2 -> buf_4 -> and4b_1 -> a221oi_1 -> a22oi_1 -> o21ai_0 -> mux4_2 -> mux2i_1 -> xnor2_1 -> mux2i_1
- Data on the critical path is required at its endpoint by 6250 ps.
- Worst-path fanout max :: 82
- The longest incremental delay of any stage on the critical path is reported as 650 ps.

** Global route
- Entering global routing, the biggest net connects 83 pins.
- Global routing finished with a remaining overflow of 0.
- The number of global-route vias before repair is 3796.
- Antenna violations before repair :: 0
- GRT Resource Usage Total :: 0.246
- Global-route wire length before repair :: 20.8 mm

** Floorplan
- Horizontal die size :: 104 um
- Total die size :: 0.0109 mm2
- In this run the core area contains 37 standard-cell rows.
- Core box area :: 0.0102 mm2
- Starting Density :: 0.410
- Pin placement for this block handled 72 I/O pins.
- Die Ht :: 104 um

** Place
- Routability-driven placement congestion ratio :: 0.982
- Number of placed cells counting well taps :: 686
- Once placement finished, the instance area stood at 0.00487 mm2.
- Buffers placed on the I/O ports in this run total 71.
- Sum of net half-perimeters after detailed placement :: 9.49 mm

** Worst hold path
- The worst hold path passes through 4 cells.
- Type of the most critical hold path :: input pin to flip-flop

** Pwr
- The script computed a power per unit cell area of 175 mW/mm2.
- Worst VDD drop :: 80.8 uV
- The script extracted a total leakage power of 0.00186 uW.

** Flow run
- OpenROAD emitted warnings numbering 25.
- Max-cap violations in this run came to 0.

** Outcome
- Result of the run :: complete, no violations
[where the power goes]
part / leakage, uW / switching, uW / internal (uW)
clock network: 0.0000552 / 73.9 / 121
logic: 0.00154 / 211 / 216
registers: 0.000269 / 7.43 / 243
[cells by family after synthesis]
family | count (synthesis)
xor+xnor | 31
mux | 64
simple gates | 161
compound gates | 168
flops | 32
buf+inv | 70
[metrics by stage]
stage               total power [uW]  utilization  setup WS (ps)
CTS                              877        0.487           1880
global placement                 677        0.476           1640
floorplan                        520            -           2760
detailed placement               679        0.476           1570
global route                     934        0.487           1600
finish                           873        0.487           1750
[worst max-delay path: cells and delay by family]
kind | cells | cell delay (ps)
muxes | 3 | 580
xor gates and xnor gates | 1 | 180
AOI/OAI and AO/OA | 3 | 1330
and+or+nand+nor | 1 | 280
buffers and inverters | 2 | 870
[path summary, 6_finish.rpt]
path	startpoint	end	slack (ps)
worst min-delay path	i_shift_left	DUT.o_data[13]	1740
worst max-delay path	i_shift_left	DUT.o_data[12]	1750
[placed cells by master (no fill, tap or decap), drive strengths merged, types with 7 or more instances in the layout]
cell / instances
a211o: 12
nand2b: 14
buf: 12
mux2i: 38
o21ai: 35
nand3: 12
or3: 7
mux2: 11
xnor2: 31
dfxtp: 32
nand4b: 7
o22ai: 9
nor2: 39
nand2: 29
nor2b: 9
inv: 11
a21oi: 26
clkdlybuf4s50: 70
a211oi: 9
mux4: 15
[layout make-up]
type	count	area (um2)	area share
clock buffer	6	72.6	0.0146
multi-input combinational	424	3230	0.648
timing repair buffer	82	788	0.158
inverter	12	45.0	0.00905
clock inverter	2	35.0	0.00704
sequential	32	641	0.129
tap	136	170	0.0342
[layer usage]
layer,track usage,up-vias,wire length (um)
met5,0,-,0
met4,0.0622,0,342
met3,0.0320,20,737
met2,0.382,153,5880
met1,0.366,1960,5800
li1,-,2068,-
Power and IR drop assume default switching activity.
